==> flow/run.sh <==
#!/bin/bash
# OpenROAD 26Q1-2900-gdf79404cd8, Yosys 0.63+post, stock flow scripts
make -C /OpenROAD-flow-scripts/flow DESIGN_CONFIG=/design/flow/config.mk WORK_HOME=/design/flow/orfs finish
==> flow/config.mk <==
export PLATFORM = sky130hd
export DESIGN_NAME = fp_add
export DESIGN_NICKNAME = fp_add
export VERILOG_FILES = /design/flow/design.v
export SDC_FILE = /design/flow/constraint.sdc
export NUM_CORES = 4
export LEC_CHECK = 1
export CORE_UTILIZATION = 30
==> flow/design.v <==
module fp_add (
  input logic         clk,
  input logic         rst,
  input logic         in_vld,
  input logic [31:0]  a,
  input logic [31:0]  b,
  output logic        sum_vld,
  output logic [31:0] sum
);
  localparam OVFL_BIT_POS     = 24;
  localparam IMPLICIT_BIT_POS = 23;
  localparam PIPELINE_DLY     = 8;
  logic a_sign_q;
  logic a_sign_q2;
  logic b_sign_q;
  logic b_sign_q2;
  logic [7:0] a_exp;
  logic [7:0] b_exp;
  logic [7:0] exp_norm;
  logic [7:0] exp_norm_q;
  logic [7:0] exp_norm_q2;
  logic [7:0] exp_norm_q3;
  logic [7:0] exp_norm_q4;
  logic [7:0] exp_norm_adj;
  logic a_exp_larger;
  logic [7:0] exp_diff;
  logic [22:0] a_mant_q;
  logic [22:0] b_mant_q;
  logic [23:0] a_mant_norm;
  logic [23:0] b_mant_norm;
  logic [22:0] sum_mant_adj;
  logic signed [24:0] a_mant_norm_signed;
  logic signed [24:0] b_mant_norm_signed;
  logic signed [25:0] sum_mant_signed;
  logic        [24:0] sum_mant_unsigned;
  logic [PIPELINE_DLY-1:0] sum_vld_sr;
  logic final_sign;
  logic final_sign_q;
  logic final_sign_q2;
  logic imp_bit;
  logic [4:0] mant_msb;
  assign a_exp = a[30:23];
  assign b_exp = b[30:23];
  always_ff @(posedge clk) begin
    if (rst) begin
      sum_vld_sr <= '0;
    end else begin
      sum_vld_sr <= {sum_vld_sr[$size(sum_vld_sr)-2:0], in_vld};
    end
  end
  assign sum_vld = sum_vld_sr[$size(sum_vld_sr)-1];
  always_ff @(posedge clk) begin
    a_sign_q <= a[31];
    b_sign_q <= b[31];
    a_mant_q <= a[22:0];
    b_mant_q <= b[22:0];
    if (a_exp >= b_exp) begin
      a_exp_larger <= 1;
      exp_norm     <= a_exp;
      exp_diff     <= a_exp - b_exp;
    end else begin
      a_exp_larger <= 0;
      exp_norm     <= b_exp;
      exp_diff     <= b_exp - a_exp;
    end
    a_sign_q2   <= a_sign_q;
    b_sign_q2   <= b_sign_q;
    exp_norm_q  <= exp_norm;
    a_mant_norm <= (a_exp_larger ) ? {1'b1, a_mant_q} : {1'b1, a_mant_q} >> exp_diff;
    b_mant_norm <= (!a_exp_larger) ? {1'b1, b_mant_q} : {1'b1, b_mant_q} >> exp_diff;
    exp_norm_q2        <= exp_norm_q;
    a_mant_norm_signed <= a_sign_q2 ? -a_mant_norm : a_mant_norm;
    b_mant_norm_signed <= b_sign_q2 ? -b_mant_norm : b_mant_norm;
    exp_norm_q3     <= exp_norm_q2;
    final_sign      <= sum_mant_signed[$size(sum_mant_signed)-1];
    sum_mant_signed <= a_mant_norm_signed + b_mant_norm_signed;
    final_sign_q      <= final_sign;
    exp_norm_q4       <= exp_norm_q3;
    sum_mant_unsigned <= sum_mant_signed[$size(sum_mant_signed)-1] ? -sum_mant_signed : sum_mant_signed[$size(sum_mant_signed)-2:0];
    final_sign_q2 <= final_sign_q;
    if (!sum_mant_unsigned[OVFL_BIT_POS] && !sum_mant_unsigned[IMPLICIT_BIT_POS]) begin
      if (sum_mant_unsigned[$size(sum_mant_adj)-1:0] == '0) begin
        sum_mant_adj <= '0;
        exp_norm_adj <= '0;
      end else begin
        sum_mant_adj <= sum_mant_unsigned[$size(sum_mant_adj)-1:0] << ($size(sum_mant_adj) - mant_msb);
        exp_norm_adj <= exp_norm_q4 - ($size(sum_mant_adj) - mant_msb);
      end
    end else if (sum_mant_unsigned[OVFL_BIT_POS]) begin
      exp_norm_adj <= exp_norm_q4 + 1;
      sum_mant_adj <= sum_mant_unsigned[$size(sum_mant_adj)-1:0] >> 1;
    end else begin
      exp_norm_adj <= exp_norm_q4;
      sum_mant_adj <= sum_mant_unsigned[$size(sum_mant_adj)-1:0];
    end
    sum <= {final_sign_q2, exp_norm_adj, sum_mant_adj};
  end
  always_comb begin
    mant_msb = 0;
    for (int i = 0; i < $size(sum_mant_adj)-1; i++) begin
      if (sum_mant_unsigned[i]) begin
        mant_msb = i;
      end
    end
  end
endmodule
==> flow/constraint.sdc <==
current_design fp_add

set clk_period 9.8
set clk_io_pct 0.2

create_clock -name clk0 -period $clk_period [get_ports {clk}]

set non_clock_inputs [all_inputs -no_clocks]
set_input_delay [expr $clk_period * $clk_io_pct] -clock clk0 $non_clock_inputs
set_output_delay [expr $clk_period * $clk_io_pct] -clock clk0 [all_outputs]
==> reports/metrics.cfg <==
[synth]
synth_seq_share = 0.4402
ys_types = 78
synthCells = 1533
syn_area_mm2 = 0.01464
yosysChipArea_mm2 = 0.01464
ff_type = dfxtp_1
async_flop_share = 0
edf_count = 0
avgSynthCellArea_um2 = 9.552
synth_warnings = 1
ys_cells = 1533
ys_ff = 322

[power]
pwr_density_cell_mw_per_mm2 = 313.5
total_power_mw = 5.469
peakVddDrop_uv = 193.9
p_leak_nw = 6.767

[sta]
setup-violations-final = 0
max_freq_mhz = 196.6
rsz0062_at_grt = false
slew_viol_final = 0
fin_crit_ps = 5087
skew_ps = 13.98
post-route-period-util = 0.5191
max-slew-margin-rel = 0.3452
tightest_slew_ps = 978.5
hold_violations = 0
tns_ps = 0

[routing]
diodes = 0
vias_per_cell = 5.118
vias = 11510
wire_per_inst_um = 16.33
drc_errors = 0
final_antenna_net_count = 0
dr.pass1.iters = 7
drt-total-wl_um = 36730
drt_iter0_drc = 676

[setup_path]
cp-end-kind = flip-flop
cp_num_buf_inv = 2
crit_chain = clkdlybuf4s50_1, inv_1, ha_1, and2_1, a311o_1, o2111ai_1, nand2_1, o22a_1, o221ai_1, o21ai_0, xnor2_1
crit_slowest_cell = nand2_1
required_ps = 10220
startpoint_type = input pin
crit_family = AND-OR/OR-AND gates
critPathArrivalTime_ps = 5510
path_class = in -> reg
worstPathMaxFanout = 23
worst_path_largest_cell_delay_ps = 630

[die]
die_height_um = 222.9
fp-utilization = 0.3054
die_area_mm2 = 0.04970
pin_count = 100
rows = 80
die_w_um = 222.9
coreArea_mm2 = 0.04795

[finish]
final_layout_size_suffix_gt1_frac = 0.09425
nFillCells = 4674
synthToLayoutAreaGrowth_pct = 19.15

[clock_tree]
tritoncts = yes
clk_pin_slew_worst_paths_ps = 60
root_buffer = clkbuf_16
cts.htree.levels = 2
cts_buffer_depth = 3
cts_hold_buffers = 0
cts_sinks = 322
cts_buffers = 36
cts_setup_buffers = 0
ctsResizeCount = 0
insertion_delay_ps = 540

[global_route]
grt_pass1_wl_um = 59400
grt_pass1_vias = 11070
grt_use_total = 0.1512
grt_antenna_before_repair = 0
grt_max_degree = 56
grt.overflow.total = 0

[placed_design]
dp_hpwl_um = 26970
portBuffers = 99
gp_congestion = 0.9422

[status]
status = finished, final reports clean

[job]
max-cap-violations = 0
warnings = 33

[hold_path]
holdCritPathClass = reg -> reg

## cell usage in the layout, fill, tap and decap left out, types with 9 or more instances in the layout
| cell | n |
|---|---|
| a21oi_1 | 69 |
| nand2_1 | 124 |
| o21ai_0 | 119 |
| dfxtp_1 | 320 |
| or4_1 | 11 |
| mux2_2 | 9 |
| nand3_1 | 40 |
| or3_1 | 9 |
| a22oi_1 | 21 |
| o221ai_1 | 12 |
| clkbuf_16 | 37 |
| o21a_1 | 16 |
| xor2_1 | 16 |
| inv_1 | 86 |
| nor4_1 | 11 |
| ha_1 | 53 |
| buf_4 | 18 |
| xnor2_1 | 82 |
| o41ai_1 | 13 |
| nor3_1 | 17 |
| a221oi_1 | 9 |
| a211oi_1 | 25 |
| or2_2 | 10 |
| nor2_1 | 85 |
| clkdlybuf4s50_1 | 99 |
| o22ai_1 | 26 |
| mux4_2 | 36 |
| o211ai_1 | 12 |
| a22o_1 | 13 |
| nand2b_1 | 12 |
| nor2b_1 | 24 |
| o31ai_1 | 26 |
| a31oi_1 | 16 |
| mux2i_1 | 28 |
## flip-flops by register name, indices dropped and copies added (netlist names), 23 cells and up
signal	cells
a_mant_norm	24
a_mant_norm_signed	25
a_mant_q	23
b_mant_norm	24
b_mant_norm_signed	25
b_mant_q	23
sum	32
sum_mant_adj	23
sum_mant_signed	26
sum_mant_unsigned	25
## cell families (layout without fill, tap and decap cells)
family,count (synthesis),after routing,share of synthesized area
buf+inv,166,267,0.04418
simple gates,369,369,0.1194
compound gates,447,447,0.2044
fa+ha+maj,57,57,0.05076
flops,322,322,0.4402
xor+xnor,98,98,0.05862
mux,74,74,0.08246
## per-stage QoR
stage | area [µm²] | util | worst slack [ps] | hold slack [ps] | std cells
CTS | 17450 | 0.3639 | 4762 | 323.2 | 2249
global route | 17450 | 0.3639 | 4434 | 328.6 | 2249
finish | 17450 | 0.3639 | 4713 | 321.2 | 2249
floorplan | 14640 | - | 5577 | 309.6 | 1533
detailed placement | 16220 | 0.3384 | 4186 | 312.1 | 2186
global placement | 16220 | 0.3384 | 4193 | 311.8 | 2186
## layer usage
metal | track usage | share of wire | up-vias
li1 | - | - | 5736
met1 | 0.2094 | 0.45 | 5362
met2 | 0.2486 | 0.47 | 331
met3 | 0.02260 | 0.047 | 82
met4 | 0.04449 | 0.035 | 0
met5 | 0 | 0 | -
## path summary, 6_finish.rpt
kind,slack [ps],cells past startpoint,startpoint,to
worst max-delay path,4710,11,a[26],exp_diff[7]$_DFF_P_
worst min-delay path,320,0,exp_norm_q3[2]$_DFF_P_,exp_norm_q4[2]$_DFF_P_
worst max register to register,5780,13,sum_mant_unsigned[8]$_DFF_P_,exp_norm_adj[7]$_DFF_P_
worst min register to register,320,0,exp_norm_q3[2]$_DFF_P_,exp_norm_q4[2]$_DFF_P_
## final cells by class
class | instances | area [µm²] | share of cell area
tap | 615 | 769.5 | 0.04411
clock buffer | 42 | 974.7 | 0.05587
sequential | 322 | 6449 | 0.3696
timing repair buffer | 117 | 1126 | 0.06454
multi-input combinational | 1045 | 7552 | 0.4329
clock inverter | 21 | 249.0 | 0.01427
inverter | 87 | 326.6 | 0.01872
## report_power, final
group          total, mW  switching, mW  internal (mW)
Combinational       2.10           1.17          0.937
Sequential          2.00          0.300           1.70
Clock               1.37          0.543          0.826
Total               5.47           2.01           3.46
## synth_stat cells, drive strengths merged, types with 16 or more instances
| cell type | count | area [µm²] |
|---|---|---|
| mux2i | 28 | 280.3 |
| nand2 | 125 | 471.7 |
| o21ai | 120 | 600.6 |
| mux4 | 36 | 810.8 |
| nand3 | 40 | 200.2 |
| nor2 | 86 | 322.8 |
| a31oi | 16 | 100.1 |
| a22oi | 21 | 157.7 |
| a21oi | 71 | 362.8 |
| inv | 87 | 326.6 |
| clkbuf | 64 | 242.7 |
| o21a | 16 | 120.1 |
| nor2b | 24 | 150.1 |
| nor3 | 18 | 95.09 |
| ha | 53 | 663.1 |
| o31ai | 27 | 207.7 |
| o22ai | 26 | 162.7 |
| dfxtp | 322 | 6446 |
| xor2 | 16 | 140.1 |
| a211oi | 25 | 187.7 |
| xnor2 | 82 | 718.2 |
